==> flow/design.v <==
module Registers
(
    clk_i,
    RS1addr_i,
    RS2addr_i,
    RDaddr_i, 
    RDdata_i,
    RegWrite_i, 
    RS1data_o, 
    RS2data_o 
);
input               clk_i;
input   [4:0]       RS1addr_i;
input   [4:0]       RS2addr_i;
input   [4:0]       RDaddr_i;
input   [31:0]      RDdata_i;
input               RegWrite_i;
output  [31:0]      RS1data_o; 
output  [31:0]      RS2data_o;
reg signed    [31:0]      register        [0:31];     
assign  RS1data_o = (RS1addr_i == RDaddr_i && RegWrite_i)? RDdata_i : register[RS1addr_i];
assign  RS2data_o = (RS2addr_i == RDaddr_i && RegWrite_i)? RDdata_i : register[RS2addr_i];
always@(posedge clk_i) begin
    if(RegWrite_i && RDaddr_i != 0)
        register[RDaddr_i] <= RDdata_i;
end
endmodule 
==> flow/run.sh <==
#!/bin/bash
# OpenROAD 26Q1-2900-gdf79404cd8, Yosys 0.63+post, stock flow scripts
make -C /OpenROAD-flow-scripts/flow DESIGN_CONFIG=/design/flow/config.mk WORK_HOME=/design/flow/orfs finish
==> flow/config.mk <==
export PLATFORM = sky130hd
export DESIGN_NAME = Registers
export DESIGN_NICKNAME = Registers
export VERILOG_FILES = /design/flow/design.v
export SDC_FILE = /design/flow/constraint.sdc
export NUM_CORES = 4
export LEC_CHECK = 1
export CORE_UTILIZATION = 40
==> flow/constraint.sdc <==
current_design Registers

set clk_period 15.9
set clk_io_pct 0.2

create_clock -name clk0 -period $clk_period [get_ports {clk_i}]

set non_clock_inputs [all_inputs -no_clocks]
set_input_delay [expr $clk_period * $clk_io_pct] -clock clk0 $non_clock_inputs
set_output_delay [expr $clk_period * $clk_io_pct] -clock clk0 [all_outputs]
==> changes_impl.md <==
## Flow update

- Vias per Instance: 6.29
- Max-capacitance violation count: 0
- Overall die height: 351 um
- CTS tree: built
- Final-layout fill cell count: 9891
- Clock root cell: sky130_fd_sc_hd__clkbuf_16
- Slew @ Worst Pin: 1.09 ns
- Share of flip-flops with an asynchronous set or reset after synthesis: 0%
- Last weighted congestion value of the routability-driven placer: 0.904
- Register with the most flip-flops: register
- Net switching power of the design: 0.00141 W
- Pin count of the biggest net entering global routing: 76
- Fraction of final layout cells sized beyond drive strength 1: 24.4%
- TritonCTS Sinks: 1024
- Area fraction in xor and xnor cells: 0.180%
- Power share of the sequential group: 50.3%
- Post-cts hold-fix buffer tally: 0
- Combined area of the multi-input logic cells: 0.0169 mm2
- Total DRC errors in the routed layout: 0
- Main combinational cell family by area after synthesis: multiplexers
- Hold Worst Slack: 3.30 ns
- Final setup violating endpoints: 0
- Total clock buffers created by CTS: 112
- Synthesized registers: 1024
- Die area: 0.123 mm2
- Source of the worst hold timing path: RDdata_i[11]
- Floorplan row count: 127
- Cts repair resizes: 0
- Sequential-to-total area share from yosys stat: 63.1%
- Routed wire length: 154000 um
- Number of flip-flops under the largest register name: 1024
- Post-synthesis compound-gate area fraction: 6.97%
- Internal Pwr Total: 0.00462 W
- Initial DRC count: 1982
- Worst setup SP type: input port
- Post-CTS Setup Bufs: 0
- Total cell area reported by yosys after synthesis: 0.0487 mm2
- Most frequently placed logic cells in the final layout: 1024 x sky130_fd_sc_hd__edfxtp_1, 368 x sky130_fd_sc_hd__mux2i_1, 263 x sky130_fd_sc_hd__mux4_2, 132 x sky130_fd_sc_hd__mux2_2, 128 x sky130_fd_sc_hd__buf_4
- Adder-Cell Fraction of Synth Area: 0%
- Comb pwr share: 9.4%
- Clock group share of total power: 40.3%
- Per-cell routed wire length: 32.9 um
- Element type at the critical path end: output port
- Result of the run: finished, final reports clean
- Total design power: 0.00602 W
- CP Data Arrival Time: 7.29 ns
- Area leader, netlist: sky130_fd_sc_hd__edfxtp_1
- EDFF count, synth: 1024
- Number of different library cells in the post-synthesis netlist: 60
- Cell types occupying the most area after synthesis: sky130_fd_sc_hd__edfxtp_1 63%, sky130_fd_sc_hd__mux4_2 12%, sky130_fd_sc_hd__mux2i_1 7.6%, sky130_fd_sc_hd__mux2_2 3.1%, sky130_fd_sc_hd__o22ai_1 1.6%
- Power density of the placed cells: 109 mW/mm2
- Largest registers ranked by flip-flop count: register: 1024 flops
- Total overflow reported by the global router: 0
- Die Wd: 351 um
- Sw Ratio: 23.4%
- Max VDD drop: 0.0000969 V
- Clock buffer depth: 3
- Leakage: 18.1 nW
- Min-delay worst type: input port to flop
- Flip-flop and latch area: 0.0307 mm2
- Min-Delay Endpoint: register[1][11]
- Global-route wire length before repair: 221000 um
- Maximum net fanout on the critical path: 66
- Fmax: 95.5 MHz
- I/O pin count: 113
- Vias in the first global route: 32238
- Total Negative Setup Slacks: 0 ns
- Headroom to the max-slew limit: 27.3%
- Initial Utilization: 40.5%
- Synthesis warning total: 1
- Floorplan Core Area: 0.120 mm2
- Clock input transition at the sequential cells of the worst setup and hold paths: 0.06 ns
- Worst hold path stage count: 2
- Routed Antenna Nets: 0
- Cell Area, Synth: 0.0487 mm2
- Cell count in the Yosys report: 2841
- Final Cycle Share: 65.9%
- Area share of the largest cell type after synthesis: 63.1%
- First drt pass iteration count: 5
- Data required time of the worst path: 12.72 ns
- Growth of design area from synthesis to finish: 13.2%
- GRT Total Usage: 27.5%
- Post-Synthesis Cells: 2841
- Antenna violations before repair: 5
- Critical setup path kind: input port to output port
- Post-synthesis mux area share: 22.8%
- Predominant post-synthesis flop cell: sky130_fd_sc_hd__edfxtp_1
- Port-buffer cells: 112
- Vias after detailed routing: 29476
- Simple-gate area share of the yosys netlist: 3.81%
- Crit path from: RS2addr_i[1]
- HPWL after DPL: 91300 um
- Tally of OpenROAD warnings: 26
- Final hold vios: 0
- Synthesized area divided by synthesized cell count: 17.2 um2
- Final worst path period need: 10.47 ns
- Number of max-slew violations in the final report: 0
- H-tree levels: 3
- Dominant logic cell type in the layout: sky130_fd_sc_hd__edfxtp_1
- Setup repair after global routing missed its margin: false
==> final cells by class <==
type                    instances  area share, %
diodes                          1        0.00454
clock buffers                 135           5.32
clock inverters                61          0.812
inverters                       1        0.00681
multi-input cells            1609           30.6
flip-flops and latches       1024           55.8
well taps                    1612           3.66
repair buffers                241           3.87
==> metrics by stage <==
stage	utilization (%)	instances	instance area [um2]	setup slack, ns
after floorplan	-	2872	48800	8.10
after global placement	43.0	4487	51800	5.46
after detailed placement	43.0	4487	51800	5.54
after CTS	45.8	4683	55100	5.51
after global routing	45.8	4684	55200	5.29
final	45.8	4684	55200	5.43
==> logic make-up after synthesis <==
kind of cell / count (synthesis)
xor+xnor: 10
compound gates: 452
flops: 1024
simple gates: 352
other cells: 1
buf+inv: 239
mux: 763
==> worst max path at each step <==
stage	to	slack, ns	cells past startpoint
6_report	RS2data_o[30]	5.43	8
4_1_cts	RS1data_o[19]	5.51	9
5_1_grt	RS1data_o[6]	5.29	9
==> per-layer routing <==
layer	vias to the layer above	track usage, %	wire (um)
li1	12182	-	-
met1	14587	31.1	48800
met4	17	7.57	5460
met2	2351	39.3	69600
met3	339	23.1	29800
met5	-	3.57	437
==> synthesized netlist by cell type (27+ instances only) <==
| master | instances |
|---|---|
| sky130_fd_sc_hd__mux2_2 | 132 |
| sky130_fd_sc_hd__edfxtp_1 | 1024 |
| sky130_fd_sc_hd__nand3_1 | 85 |
| sky130_fd_sc_hd__a22o_1 | 33 |
| sky130_fd_sc_hd__a221oi_1 | 66 |
| sky130_fd_sc_hd__clkbuf_1 | 70 |
| sky130_fd_sc_hd__buf_6 | 38 |
| sky130_fd_sc_hd__o22ai_1 | 127 |
| sky130_fd_sc_hd__buf_4 | 54 |
| sky130_fd_sc_hd__mux4_2 | 263 |
| sky130_fd_sc_hd__nand2b_1 | 27 |
| sky130_fd_sc_hd__nand2_1 | 62 |
| sky130_fd_sc_hd__buf_2 | 63 |
| sky130_fd_sc_hd__or3_1 | 27 |
| sky130_fd_sc_hd__nor2b_1 | 51 |
| sky130_fd_sc_hd__nor2_1 | 58 |
| sky130_fd_sc_hd__a22oi_1 | 102 |
| sky130_fd_sc_hd__mux2i_1 | 368 |
==> critical path, cell delays in order <==
cell and delay [ns]:
sky130_fd_sc_hd__buf_8 0.53, sky130_fd_sc_hd__buf_4 0.75, sky130_fd_sc_hd__or4b_2 1.03, sky130_fd_sc_hd__buf_4 0.43, sky130_fd_sc_hd__o22ai_1 0.41, sky130_fd_sc_hd__nor4_1 0.10
sky130_fd_sc_hd__a32o_1 0.30, sky130_fd_sc_hd__clkdlybuf4s50_1 0.44
==> power groups by stage <==
stage | logic, W | clock network [W] | registers (W)
final | 0.000569 | 0.00243 | 0.00303
after global routing | 0.000604 | 0.00256 | 0.00303
after CTS | 0.000568 | 0.00246 | 0.00303
Power is estimated from default activity; no workload was simulated.
