### run.sh
#!/bin/bash
# OpenROAD 26Q1-2900-gdf79404cd8, Yosys 0.63+post, stock flow scripts
make -C /OpenROAD-flow-scripts/flow DESIGN_CONFIG=/design/flow/config.mk WORK_HOME=/design/flow/orfs finish
### constraint.sdc
current_design ALU

set clk_period 14.2
set clk_io_pct 0.2

create_clock -name clk0 -period $clk_period

set non_clock_inputs [all_inputs -no_clocks]
set_input_delay [expr $clk_period * $clk_io_pct] -clock clk0 $non_clock_inputs
set_output_delay [expr $clk_period * $clk_io_pct] -clock clk0 [all_outputs]
### config.mk
export PLATFORM = sky130hd
export DESIGN_NAME = ALU
export DESIGN_NICKNAME = ALU
export VERILOG_FILES = /design/flow/design.v
export SDC_FILE = /design/flow/constraint.sdc
export NUM_CORES = 4
export LEC_CHECK = 1
export CORE_UTILIZATION = 30
### design.v
module ALU
(
    data1_i ,
    data2_i ,
    ALUCtrl_i ,
    data_o ,
    Zero_o    
);
input   [31:0]  data1_i;
input   [31:0]  data2_i;
input   [2:0]  ALUCtrl_i;
output  Zero_o;
output reg signed  [31:0] data_o;
always @(*) begin
    case (ALUCtrl_i)
    3'b000: data_o = data1_i * data2_i;     
    3'b001: data_o = data1_i - data2_i;     
    3'b010: data_o = data1_i >>> data2_i;    
    3'b100: data_o = data1_i + data2_i;    
    3'b011: data_o = data1_i & data2_i;    
    3'b101: data_o = data1_i ^ data2_i;    
    3'b110: data_o = data1_i << data2_i;    
    3'b111: data_o = data1_i | data2_i;    
    default: data_o = 0; 
    endcase
end
endmodule
==> flow_metrics.env <==
# flow metrics
export IMPL_via_per_inst=5.41
export IMPL_yosys_area_share_aoi_pct=15.5
export IMPL_finalHoldViolCount=0
export IMPL_drt_pass1_iter_count=6
export IMPL_ir_worst_vdd_uv=759
export IMPL_floorplan_die_height_um=278
export IMPL_number_of_port_buffers=99
export IMPL_synth_mux_area_fraction_pct=2.92
export IMPL_finalMaxSlewViolations=0
export IMPL_timing_critical_path_to_type="output port"
export IMPL_synth_xor_area_share_pct=5.42
export IMPL_first_pass_grt_wire_length_mm=147
export IMPL_route_final_wire_length_mm=101
export IMPL_max_slew_margin_pct=23.4
export IMPL_remaining_drc_errors=0
export IMPL_final_core_utilization_pct=33.7
export IMPL_gr_usage_all_layers_pct=27.4
export IMPL_top_area_share_pct=35.9
export IMPL_number_of_instances_in_the_synthesized_netlist=2935
export IMPL_layout_drive_gt1_share_pct=6.98
export IMPL_worstSetupPathType="primary input to output port"
export IMPL_cell_internal_pwr_uw=4710
export IMPL_crit_family="adder cells"
export IMPL_yosys_area_share_simple_pct=17.2
export IMPL_area_growth_synth_to_final_pct=10.7
export IMPL_pin_count_of_the_biggest_net_entering_global_routing=63
export IMPL_power_density_nw_per_um2=464
export IMPL_setup_viol=0
export IMPL_critical_path_startpoint_type="primary input"
export IMPL_area_sequential_um2=0
export IMPL_warning_count=64
export IMPL_net_switching_power_uw=7010
export IMPL_static_leakage_power_uw=0.0119
export IMPL_required_ps=11360
export IMPL_antenna_found_initial=3
export IMPL_synth_yosys_seq_area_share_pct=0
export IMPL_largest_area_contributor_in_the_netlist="sky130_fd_sc_hd__fa_1"
export IMPL_max_slew_worst_pin_slew_ps=1140
export IMPL_postCtsSetupRepairBufs=0
export IMPL_critical_path_max_stage_delay_ps=540
export IMPL_cp_num_buf_inv=7
export IMPL_final_antenna_net_count=0
export IMPL_die_area_um2=77100
export IMPL_netlist_top_cells_area="sky130_fd_sc_hd__fa_1, sky130_fd_sc_hd__ha_1, sky130_fd_sc_hd__nor2_1"
export IMPL_yosysUniqueCellTypes=88
export IMPL_average_footprint_of_a_synthesized_cell_um2=7.76
export IMPL_grt_overflow_total=0
export IMPL_status="completed"
export IMPL_cp_slowest_cell="sky130_fd_sc_hd__fa_1"
export IMPL_grt_pass1_vias=21900
export IMPL_final_min_clock_period_ps=13870
export IMPL_flop_count=0
export IMPL_rows=100
export IMPL_holdCritPathClass="primary input to output port"
export IMPL_clock_tree_buffer_count_of_the_final_layout=0
export IMPL_wl_per_cell_um=25.5
export IMPL_synth_comb_largest_family="adder cells"
export IMPL_setup_tns_final_ps=0
export IMPL_detailedPlacementHpwl_mm=81.3
export IMPL_initial_drt_markers=1763
export IMPL_place_gp_congestion=1.05
export IMPL_top_cell="sky130_fd_sc_hd__nor2_1"
export IMPL_route_vias_total=21400
export IMPL_critical_path_peak_fanout=10
export IMPL_drv_max_cap_violation_count=0
export IMPL_max_clock_freq_mhz=72.1
export IMPL_finalCritPeriodShare_pct=97.7
export IMPL_core_util_floorplan_pct=30.5
export IMPL_synth_area_um2=22800
export IMPL_cp_common_cell="sky130_fd_sc_hd__fa_1"
export IMPL_holdBufCountCts=0
export IMPL_yosysWarningCount=2
export IMPL_unrepaired_setup_endpoints_after_global_routing="no"
export IMPL_die_size_x_um=278
export IMPL_synth_cells_most_frequent="sky130_fd_sc_hd__nor2_1, sky130_fd_sc_hd__inv_1, sky130_fd_sc_hd__fa_1"
export IMPL_power_share_switching_pct=59.8
export IMPL_yosys_stat_chipArea_um2=22800
export IMPL_core_area_um2=74800
export IMPL_fin_total_pwr_uw=11700
export IMPL_ys_cells=2935
export IMPL_yosys_area_share_adder_pct=48.0
export IMPL_cp_arrival_ps=11030
export IMPL_boundaryPins=100
==> power groups by stage <==
stage    logic (uW)  clock network [uW]  registers, uW
4_1_cts       11500                   0              0
5_1_grt       12700                   0              0
==> logic make-up after synthesis <==
| group | after synthesis |
|---|---|
| and+or+nand+nor | 933 |
| muxes | 61 |
| xor gates and xnor gates | 141 |
| AOI/OAI and AO/OA | 520 |
| buffers and inverters | 650 |
| adders and majority gates | 629 |
| other | 1 |
==> stage by stage <==
stage | std cells | hold WS (ps) | instance area (um^2) | setup slack, ps
3_5_place_dp | 3947 | 6750 | 25200 | 368
3_3_place_gp | 3947 | 6740 | 25200 | 407
4_1_cts | 3947 | 6760 | 25200 | 353
2_1_floorplan | 2935 | 5930 | 22800 | 1220
6_report | 3949 | 6770 | 25200 | 328
5_1_grt | 3947 | 6840 | 25200 | 78.4
==> final cells by class <==
type,count,area (um^2)
well taps,969,1210
fillers,7996,49600
repair buffers,235,1980
inverters,458,1740
multi-input cells,2285,20300
diodes,2,5.00
==> placed cells by master (no fill, tap or decap), drive strengths merged, types with 7 or more instances in the layout <==
master / instances
o22a: 7
and2: 13
mux2: 14
a21oi: 138
o21a: 13
nor2b: 15
inv: 442
a221oi: 20
or2: 9
clkinv: 11
nor2: 446
a31oi: 23
clkdlybuf4s50: 90
a211oi: 31
o22ai: 9
nand3: 15
o21bai: 12
a21o: 25
mux2i: 44
a32oi: 9
a22o: 29
or3: 14
nand2b: 29
ha: 218
a22oi: 7
fa: 409
nand2: 318
and3: 7
buf: 143
nor3: 38
xor2: 28
xnor2: 113
o211ai: 18
o21ai: 114
o31ai: 7
nor4: 12
==> timing repair <==
| action | in CTS | in global routing |
|---|---|---|
| setup endpoints to repair | 0 | 1 |
| gates resized | 0 | 8 |
| endpoints found under the hold margin | 0 | 0 |
==> tightest hold or removal path, stage by stage <==
cell and delay, ps:
sky130_fd_sc_hd__buf_2 180, sky130_fd_sc_hd__o221ai_1 200, sky130_fd_sc_hd__a31oi_1 70, sky130_fd_sc_hd__a22oi_1 140, sky130_fd_sc_hd__clkdlybuf4s50_1 490
==> metal layers <==
| layer | routed length (um) | up-vias | track usage, % |
|---|---|---|---|
| met5 | 24 | - | 0 |
| met4 | 5710 | 4 | 11.8 |
| met3 | 13300 | 227 | 12.2 |
| met2 | 41400 | 1196 | 38.2 |
| met1 | 40300 | 10500 | 37.4 |
| li1 | - | 9490 | - |
==> final timing paths <==
path                          from         end  cells after the start
worst max-delay path   data1_i[11]  data_o[30]                     27
worst min-delay path  ALUCtrl_i[2]   data_o[0]                      5
Power figures rest on the tool's default switching activity, not on a simulated workload.
